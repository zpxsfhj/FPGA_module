===== design/flow/config.mk =====
export PLATFORM = sky130hd
export DESIGN_NAME = key_filter
export DESIGN_NICKNAME = key_filter
export VERILOG_FILES = /design/flow/design.v
export SDC_FILE = /design/flow/constraint.sdc
export NUM_CORES = 4
export LEC_CHECK = 1
export CORE_AREA = 10 10 91 91
export DIE_AREA = 0 0 101 101

===== design/flow/constraint.sdc =====
current_design key_filter

set clk_period 2.2
set clk_io_pct 0.2

create_clock -name clk0 -period $clk_period [get_ports {clk}]

set non_clock_inputs [all_inputs -no_clocks]
set_input_delay [expr $clk_period * $clk_io_pct] -clock clk0 $non_clock_inputs
set_output_delay [expr $clk_period * $clk_io_pct] -clock clk0 [all_outputs]

===== design/flow/design.v =====
`timescale 1ns / 1ps
module key_filter(
    input  wire  clk,
    input  wire  rst_n,
    input  wire  key,
    output reg   key_flag
    );
    parameter CLK_FRE = 50;
    parameter CNT_20MS= 20_000*CLK_FRE;
    reg [21:0]  cnt_20ms;
    reg         en_cnt_20ms;
    wire        end_cnt_20ms;
    reg key0;
    reg key1;
    wire key_negedge;
    assign key_negedge = ~key0 & key1;
    always @(posedge clk or negedge rst_n) begin
        if (rst_n==1'b0)begin
            key0 <= 1'b0;
            key1 <= 1'b0;
        end
        else begin
            key0 <= key;
            key1 <= key0;
        end
    end
    always @(posedge clk or negedge rst_n) begin
        if(!rst_n)
            cnt_20ms <= 22'd0;
        else if(en_cnt_20ms) begin
            if(end_cnt_20ms)
                cnt_20ms <= 22'd0;
            else
                cnt_20ms <= cnt_20ms + 1'b1;
        end
        else
            cnt_20ms <= cnt_20ms;
    end
    assign end_cnt_20ms = en_cnt_20ms && (cnt_20ms == CNT_20MS);
    always @(posedge clk or negedge rst_n) begin
        if(!rst_n)
            en_cnt_20ms <= 1'b0;
        else if(key_negedge)
            en_cnt_20ms <= 1'b1;
        else if(end_cnt_20ms)
            en_cnt_20ms <= 1'b0;
        else
            en_cnt_20ms <= en_cnt_20ms;
    end
    always @(posedge clk or negedge rst_n) begin
        if(!rst_n)
            key_flag <= 1'b0;
        else if(end_cnt_20ms && !key)
            key_flag <= 1'b1;
        else
            key_flag <= 1'b0;
    end
endmodule

===== design/flow/run.sh =====
#!/bin/bash
# OpenROAD 26Q1-2900-gdf79404cd8, Yosys 0.63+post, stock flow scripts
make -C /OpenROAD-flow-scripts/flow DESIGN_CONFIG=/design/flow/config.mk WORK_HOME=/design/flow/orfs finish

==> Slide: Implementation Results <==
Implementation Results

Floorplan
  – Core area: 6350 um^2
  – Floorplan Utilization: 19.29%
  – Row cnt: 29
  – Die area: 10,200 um^2
  – I/O pin count: 4
  – Die Span Y: 101 um
  – Die X-Extent: 101 um

Final timing
  – Relative slew slack: 56.00%
  – Setup-failing EPs final: 0
  – Final Critical Period: 1.960 ns
  – Skew final: 0.007187 ns
  – RSZ-0062 raised after global routing: false
  – Worst-Margin Slew: 0.6540 ns
  – Fin. Hold Viols: 0
  – Max-slew violation count: 0
  – Maximum achievable frequency: 0.5102 GHz
  – Setup TNS Final: 0 ns
  – Crit share post-route: 89.10%

Synth
  – Yosys Warn Count: 1
  – Fa+ha+maj area frac: 2.043%
  – Avg Inst Size Synth: 10.56 um^2
  – Post-Synthesis Cells: 116
  – Simple share: 24.41%
  – Synth top area cells: dfrtp_1 (53%), xnor2_1 (7.9%), xor2_1 (3.6%)
  – Cell taking the most area after synthesis: dfrtp_1
  – Yosys xor share: 11.44%
  – Synth top area share: 53.12%
  – Compound-Gate Fraction of Synth Area: 4.801%
  – Flip-flops with a built-in enable: 0
  – Synth Flop Type: dfrtp_1
  – Comb area leader: simple AND/OR/NAND/NOR gates
  – Synth Seq Share: 53.12%
  – Yosys cell count: 116
  – Unique cell types: 27
  – Synth mux share: 0.8172%
  – FFs w/ async S/R, synth: 100.0%
  – Synthesis area per yosys: 1225 um^2
  – Mapped Area: 1225 um^2
  – Synth Register Bits: 26

Critical path
  – Nature of the critical path endpoint: flip-flop
  – Worst reg2reg path endpoint: cnt_20ms[18]$_DFFE_PN0P_
  – Critical path arrival: 2.16 ns
  – R2R cell count: 5
  – Kind of start point of the critical path: flip-flop
  – CP max stage cell: or4_1
  – Max FO, Critical Path: 6
  – Crit-path max cell delay: 0.61 ns
  – R2R setup slack: 0.24 ns
  – Buf/Inv on CP: 0
  – Crit path DRT: 2.40 ns
  – Cell family with most CP delay: simple AND/OR/NAND/NOR gates
  – CP Class: reg2reg
  – Reg2reg start: cnt_20ms[0]$_DFFE_PN0P_
  – CP cell instances: ha_1 > nand4_2 > or4_1 > or3_1 > a21oi_1

Pwr
  – Total internal power: 0.8776 mW
  – PwrDens: 856.5 nW/um^2
  – Sequential power share: 52.0%
  – Switching share of power: 28.35%
  – Sw power: 0.3473 mW
  – Combinational power share: 15.9%
  – Leakage power: 0.5906 nW
  – Clock power share: 32.2%
  – Maximum VDD drop: 0.4149 mV

Finish
  – Area delta synth->final: 16.75%
  – Final instance area: 1430 um^2
  – FILL cells: 647
  – Gate Area: 533.0 um^2
  – Finished Core Util: 22.52%
  – Layout cells sized above 1: 8.871%
  – Sequential Area: 650.6 um^2

Outcome
  – Status: finished clean

Min path
  – Hold Crit Depth: 0
  – Worst min path class: reg2reg
  – Hold Path Origin: key0$_DFF_PN0_
  – Hold Crit Endpoint: key1$_DFF_PN0_

Global route
  – Total gr overflow: 0
  – Initial antenna violation count: 0
  – Vias in the first global route: 842
  – Largest net degree at the start of global routing: 27
  – First-pass GRT wire length: 3891 um
  – Global-route usage over all layers: 4.534%

Routing
  – Number of DRC markers in iteration 0: 82
  – Avg WL per Cell: 10.68 um
  – Remaining DRCs: 0
  – Routed vias: 858
  – Post-route ant nets: 0
  – WL final: 2146 um
  – Antenna cell count: 0
  – First-pass DRT Iterations: 4
  – Vias per inst: 4.269

Clock network
  – Clock slew seen by the registers of the worst setup and hold paths: 0.09 ns
  – CTS buffer count: 3
  – Clk Latency, worst-skew pair: 0.27 ns
  – CTS tree: built
  – Hold_buf cts: 0
  – Clock root buffer: clkbuf_8
  – Post-CTS Setup Inserts: 0
  – Clock Path Buffers: 2
  – Clock Sinks: 26
  – Post_cts resized: 0
  – H-tree depth: 1

Placed design
  – Dpl cell area: 1359 um^2
  – Detailed placement HPWL: 1557 um
  – Input/output buffers: 3
  – Gpl congestion: 0.8016

Flow run
  – Max-Cap Viols: 0
  – Tool warning count: 26
[per-stage QoR]
stage	std cells	setup WS (ns)	hold slack [ns]	total power, mW
after floorplan	116	0.4272	0.1444	0.7805
after global placement	197	0.2717	0.3580	0.8403
after detailed placement	197	0.2485	0.3592	0.8452
after CTS	201	0.2361	0.3739	1.244
after global routing	201	0.09416	0.3803	1.304
final	201	0.2399	0.3693	1.225
[Yosys cell counts, types with 2 or more instances]
cell / n
a21oi_1: 4
dfrtp_1: 26
ha_1: 2
inv_1: 9
nand2_1: 8
nand3_1: 6
nand4_1: 5
nand4_2: 3
nor2_1: 10
nor3_1: 2
nor4_1: 5
o21ai_0: 5
or3_1: 3
xnor2_1: 11
xor2_1: 5
[registers in the layout, indices dropped and copies added, names as in the netlist]
register,cells
key0,1
cnt_20ms,22
key_flag,1
key1,1
en_cnt_20ms,1
[cell type report]
| cell class | count | area share, % |
|---|---|---|
| clock buffer | 3 | 2.887 |
| clock inverter | 1 | 2.100 |
| sequential | 26 | 45.49 |
| inverter | 9 | 2.362 |
| tap | 77 | 6.737 |
| timing repair buffer | 5 | 3.150 |
| multi-input combinational | 80 | 37.27 |
[layer usage]
layer | track usage, % | part of all wire, % | up-vias
li1 | - | - | 422
met1 | 6.293 | 49 | 419
met2 | 6.929 | 44 | 15
met3 | 1.525 | 5.9 | 2
met4 | 0.5359 | 1.1 | 0
met5 | 0 | 0 | -
[worst max-delay path by stage]
stage | startpoint | to | slack, ns | cells past startpoint
CTS | cnt_20ms[0]$_DFFE_PN0P_ | cnt_20ms[18]$_DFFE_PN0P_ | 0.24 | 5
global route | cnt_20ms[0]$_DFFE_PN0P_ | cnt_20ms[18]$_DFFE_PN0P_ | 0.09 | 5
finish | cnt_20ms[0]$_DFFE_PN0P_ | cnt_20ms[18]$_DFFE_PN0P_ | 0.24 | 5
[logic make-up after synthesis]
kind of cell	count (synthesis)
buffers and inverters	10
XOR/XNOR	16
flip-flops	26
AND-OR/OR-AND	11
adder cells (fa/ha/maj)	2
AND/OR/NAND/NOR	50
multiplexers	1
[power by group through the flow]
stage / logic [mW] / clock network, mW / registers [mW]
after CTS: 0.200 / 0.406 / 0.638
after global routing: 0.232 / 0.423 / 0.649
final: 0.194 / 0.394 / 0.637
[layout by cell type, fill, tap and decap left out]
cell type,count
nor2b_1,1
and3_1,1
nor4_2,1
nand2_1,8
nor4_1,5
clkdlybuf4s50_1,3
nor2_1,10
nand4b_1,1
o22ai_1,1
a21oi_1,4
clkbuf_8,3
bufinv_16,1
and4b_1,1
mux2i_1,1
nor3_1,2
or4_1,1
o21ai_0,5
nor4bb_1,1
ha_1,2
or4_4,1
xnor2_1,11
nand4_2,3
nand3_1,6
o31ai_1,1
inv_1,9
xor2_1,5
dfrtp_1,26
nand4_1,5
or3_1,3
buf_4,2
Power is estimated from default activity; no workload was simulated.
