==> flow/run.sh <==
#!/bin/bash
# OpenROAD 26Q1-2900-gdf79404cd8, Yosys 0.63+post, stock flow scripts
make -C /OpenROAD-flow-scripts/flow DESIGN_CONFIG=/design/flow/config.mk WORK_HOME=/design/flow/orfs finish
==> flow/config.mk <==
export PLATFORM = sky130hd
export DESIGN_NAME = div_rill
export DESIGN_NICKNAME = div_rill
export VERILOG_FILES = /design/flow/design.v
export SDC_FILE = /design/flow/constraint.sdc
export NUM_CORES = 4
export LEC_CHECK = 1
export CORE_AREA = 10 10 70 70
export DIE_AREA = 0 0 80 80
==> flow/constraint.sdc <==
current_design div_rill

set clk_period 4.5
set clk_io_pct 0.2

create_clock -name clk0 -period $clk_period

set non_clock_inputs [all_inputs -no_clocks]
set_input_delay [expr $clk_period * $clk_io_pct] -clock clk0 $non_clock_inputs
set_output_delay [expr $clk_period * $clk_io_pct] -clock clk0 [all_outputs]
==> flow/design.v <==
module div_rill (
    input   wire [3:0] a,
    input   wire [3:0] b,
    output  wire [3:0] quo, 
    output  wire [3:0] rem 
);
    reg [7:0] tempa;
    reg [7:0] tempb;
    integer i;
    always @(*) begin
        tempa = {4'd0,a};
        tempb = {b,4'd0};
        for(i=0;i<4;i=i+1)begin
            tempa={tempa[6:0],1'b0};
            if(tempa>=tempb)
                tempa = tempa-tempb+1'b1;
            else
                tempa = tempa;
        end
    end
    assign rem = tempa[7:4];
    assign quo = tempa[3:0];
endmodule
==> out/results.ini <==
[outcome]
outcome = complete, but fails checks
violations = negative setup slack

[grt]
grt_util_all_layers = 0.122
grt_pass1_wl_mm = 6.62
grt-ovfl-total = 0
grt_max_degree = 8
grt_antenna_before_repair = 0
grt_pass1_vias = 1391

[die]
die_h_um = 80
fp-utilization = 0.377
dieArea_um2 = 6400
core_area_um2 = 3420
die_w_um = 80
io_pins = 16
num_rows = 21

[drt]
first_iter_violations = 48
antenna_left = 0
wl_per_cell_um = 14.2
drc = 0
vias = 1476
insertedDiodeCount = 0
dr.pass1.iters = 4
vias_per_cell = 4.97
wirelength_mm = 4.22

[logic_synthesis]
common_cells = 41 x ha_1, 16 x nor2_1, 15 x inv_1
ys_cells = 158
synth_top_area_share = 0.399
yosys-top-cells-area = ha_1 40%, xor2_1 6.1%, a21oi_1 4.7%, nor2_1 4.7%, inv_1 4.4%
top_logic_kind = adder cells
synth_cell_types = 43
ys_area_um2 = 1290
synthAoiAreaFrac = 0.233
synth_warnings = 1
synthSimpleGateAreaFrac = 0.166
muxShareOfSynthArea = 0.0340
xor_share = 0.102
avgSynthCellArea_um2 = 8.14
synth_area_um2 = 1290
top_area_cell = ha_1
top_cell = ha_1
syn_inst = 158
ys_seq_share = 0
adder_share = 0.414

[setup_path]
crit_type = in -> out
cp-end-kind = output pin
max_stage_delay_ns = 0.35
cp-start-kind = primary input
cp_max_fo = 3
cp-endpoint = rem[2]
cpMaxStageDelayCell = mux2_4
crit_required_ns = 3.60
critPathLaunch = a[3]
cp_common_cell = ha_4
cp.arrival_ns = 6.11

[sta]
rsz0062_at_grt = true
min_period_ns = 7.01
setup_violations = 6
finalHoldViolCount = 0
slew_viol_final = 0
fin_ws_ns = -2.51
clock.fmax_ghz = 0.143
setup_tns_ns = -12.39
period_used_share = 1.56
slew_headroom = 0.577
tightest_slew_ns = 0.626

[placement]
dp_hpwl_mm = 3.12
port_buffers = 16
gp_congestion = 0.847

[finish]
clkbuf_count = 0
drive_above_1_share = 0.566
nFlopsAndLatches = 0
synthToLayoutAreaGrowth_pct = 93.5
fillers = 220
regArea_um2 = 0
logic_area_um2 = 1580

[clocking]
cts_hold_buffers = 0

[pwr]
power_density_nw_per_um2 = 344
vdd_ir_drop_max_v = 0.000199
p_leak_uw = 0.00117
power_uw = 857

[flow_run]
warning_count = 51
maxCapViolCount = 0

[worst_hold_path]
whs_path_depth = 6
hold_path.class = in -> out

## placed cells by master (no fill, tap or decap), types with 2 or more instances in the layout
| cell | Yosys | final |
|---|---|---|
| dlygate4sd2_1 | 0 | 3 |
| nand4_1 | 2 | 2 |
| clkbuf_2 | 0 | 2 |
| xnor2_1 | 6 | 6 |
| nand2_1 | 4 | 4 |
| a21oi_4 | 0 | 2 |
| buf_4 | 0 | 65 |
| o21ai_1 | 0 | 2 |
| ha_1 | 41 | 27 |
| inv_2 | 1 | 5 |
| a21oi_2 | 1 | 5 |
| ha_4 | 0 | 14 |
| nor2_1 | 16 | 12 |
| a21oi_1 | 12 | 6 |
| buf_2 | 0 | 4 |
| inv_1 | 15 | 8 |
| a21o_1 | 3 | 3 |
| a221o_1 | 2 | 2 |
| a22oi_1 | 2 | 2 |
| a21boi_4 | 0 | 2 |
| buf_6 | 0 | 16 |
| o21bai_1 | 6 | 6 |
| mux2_4 | 0 | 3 |
| clkdlybuf4s50_1 | 0 | 2 |
| xor2_1 | 9 | 9 |
| nor2_2 | 1 | 4 |
## timing repair
item,CTS,global route
hold endpoints to repair,0,0
pin swaps,33,22
gates resized,70,29
buffers inserted,19,6
endpoints found under the setup margin,7,7
## critical path, delay by kind of cell
kind,cells,cell delay [ns]
multiplexers,3,1.01
AND/OR/NAND/NOR,4,0.64
AND-OR/OR-AND,10,1.65
adder cells (fa/ha/maj),8,1.66
buffers and inverters,3,0.25
## layer usage
layer / up-vias / share of wire / global-route usage / wire (um)
met2: 14 / 0.45 / 0.202 / 1900
met4: 0 / 0 / 0 / 0
met3: 0 / 0.024 / 0.00341 / 100
met5: - / 0 / 0 / 0
met1: 697 / 0.53 / 0.182 / 2230
li1: 765 / - / - / -
## power breakdown
group / total, uW / switching [uW] / internal, uW
Clock: 0 / 0 / 0
Sequential: 0 / 0 / 0
Combinational: 857 / 366 / 491
Total: 857 / 366 / 491
## final cells by class
| type | count | share of cell area |
|---|---|---|
| inverter | 16 | 0.0317 |
| multi-input combinational | 141 | 0.634 |
| tap | 46 | 0.0231 |
| timing repair buffer | 94 | 0.311 |
## stage by stage
step	instance area [um^2]	util	instances	hold WS, ns	setup WS (ns)
global route	2490	0.729	297	2.52	-2.72
finish	2490	0.729	297	2.49	-2.51
detailed placement	2090	0.612	274	2.87	-3.66
floorplan	1470	-	158	1.82	-2.59
CTS	2310	0.677	291	2.46	-2.53
global placement	2090	0.612	274	2.86	-3.54
## worst min-delay path by stage
| stage | from | endpoint | slack (ns) |
|---|---|---|---|
| 4_1_cts | b[0] | rem[0] | 2.46 |
| 5_1_grt | b[0] | rem[0] | 2.52 |
| 6_report | b[0] | rem[0] | 2.49 |
## kinds of logic after synthesis
group / Yosys count
and+or+nand+nor: 39
muxes: 4
adders and majority gates: 42
xor gates and xnor gates: 15
buffers and inverters: 17
AOI/OAI and AO/OA: 41
No activity file was given, so power comes from the tool's default toggle rates.
